File: config.mk
export PLATFORM = sky130hd
export DESIGN_NAME = icache_2way
export DESIGN_NICKNAME = icache_2way
export VERILOG_FILES = /design/flow/design.v
export SDC_FILE = /design/flow/constraint.sdc
export NUM_CORES = 4
export LEC_CHECK = 1
export CORE_UTILIZATION = 30
export SYNTH_MEMORY_MAX_BITS = 65536
File: constraint.sdc
current_design icache_2way

set clk_period 291.8
set clk_io_pct 0.2

create_clock -name clk0 -period $clk_period [get_ports {clk}]

set non_clock_inputs [all_inputs -no_clocks]
set_input_delay [expr $clk_period * $clk_io_pct] -clock clk0 $non_clock_inputs
set_output_delay [expr $clk_period * $clk_io_pct] -clock clk0 [all_outputs]
File: design.v
module icache_2way #(
    parameter ADDR_WIDTH = 32,
    parameter DATA_WIDTH = 32,
    parameter CACHE_SIZE = 256,       
    parameter BLOCK_SIZE = 4,         
    parameter NUM_WAYS = 2,           
    parameter NUM_SETS = 32,          
    parameter SET_BITS = 5,           
    parameter OFFSET_BITS = 2,        
    parameter BLOCK_OFFSET_BITS = 4   
) (
    input                       clk,
    input                       reset,
    input [ADDR_WIDTH-1:0]      cpu_addr,
    input                       cpu_req,
    output reg [DATA_WIDTH-1:0] cpu_data,
    output reg                  cpu_ready,
    input                       cpu_stall,
    output reg [ADDR_WIDTH-1:0] mem_addr,
    output reg                  mem_req,
    input [DATA_WIDTH-1:0]      mem_data,
    input                       mem_ready,
    output reg [31:0]           hit_count,
    output reg [31:0]           miss_count,
    output reg [31:0]           stall_cycles,
    input                       debug_en,
    output [127:0]              debug_info
);
localparam TAG_BITS   = ADDR_WIDTH - SET_BITS - BLOCK_OFFSET_BITS;  
localparam INDEX_BITS = 1 + SET_BITS + OFFSET_BITS;                 
reg [DATA_WIDTH-1:0] cache_data [0:CACHE_SIZE-1];   
reg [TAG_BITS-1:0] cache_tag [0:NUM_SETS-1][0:NUM_WAYS-1];  
reg cache_valid [0:NUM_SETS-1][0:NUM_WAYS-1];       
reg cache_lru [0:NUM_SETS-1];                       
wire [OFFSET_BITS-1:0] offset = cpu_addr[OFFSET_BITS+1:2];
wire [SET_BITS-1:0] set_index = cpu_addr[SET_BITS+BLOCK_OFFSET_BITS-1:BLOCK_OFFSET_BITS];
wire [TAG_BITS-1:0] tag = cpu_addr[ADDR_WIDTH-1:SET_BITS+BLOCK_OFFSET_BITS];
wire hit_way0 = cache_valid[set_index][0] && (cache_tag[set_index][0] == tag) && cpu_req;
wire hit_way1 = cache_valid[set_index][1] && (cache_tag[set_index][1] == tag) && cpu_req;
wire hit = hit_way0 || hit_way1;
wire hit_way = hit_way1;  
wire victim_way = cache_lru[set_index];
localparam IDLE = 2'b00;
localparam FETCH = 2'b01;
localparam WAIT_PIPELINE = 2'b10;
reg [1:0] state, next_state;
reg [1:0] word_cnt;
reg [ADDR_WIDTH-1:0] saved_addr;
reg pending_request;
reg saved_way;
wire [SET_BITS-1:0] saved_set = saved_addr[SET_BITS+BLOCK_OFFSET_BITS-1:BLOCK_OFFSET_BITS];
wire [OFFSET_BITS-1:0] saved_offset = saved_addr[OFFSET_BITS+1:2];
function [INDEX_BITS-1:0] get_cache_index;
    input [SET_BITS-1:0] set;
    input way;
    input [OFFSET_BITS-1:0] word_offset;
    begin
        get_cache_index = {way, set, word_offset};
    end
endfunction
always @(posedge clk) begin
    if (reset) begin
        state <= IDLE;
    end else begin
        state <= next_state;
    end
end
always @(*) begin
    next_state = state;
    case (state)
        IDLE: begin
            if (cpu_req && !hit && !cpu_stall) begin
                next_state = FETCH;
            end else if (cpu_req && hit && cpu_stall) begin
                next_state = WAIT_PIPELINE;
            end
        end
        FETCH: begin
            if (mem_ready && word_cnt == 3) begin
                if (cpu_stall) begin
                    next_state = WAIT_PIPELINE;
                end else begin
                    next_state = IDLE;
                end
            end
        end
        WAIT_PIPELINE: begin
            if (!cpu_stall) begin
                next_state = IDLE;
            end
        end
    endcase
end
integer i, j;
always @(posedge clk) begin
    if (reset) begin
        cpu_data <= 0;
        cpu_ready <= 0;
        mem_req <= 0;
        mem_addr <= 0;
        word_cnt <= 0;
        saved_addr <= 0;
        saved_way <= 0;
        pending_request <= 0;
        hit_count <= 0;
        miss_count <= 0;
        stall_cycles <= 0;
        for (i = 0; i < NUM_SETS; i = i + 1) begin
            for (j = 0; j < NUM_WAYS; j = j + 1) begin
                cache_valid[i][j] <= 0;
                cache_tag[i][j] <= 0;
            end
            cache_lru[i] <= 0;
        end
    end else begin
        cpu_ready <= 0;
        if (cpu_stall && (state != IDLE || pending_request)) begin
            stall_cycles <= stall_cycles + 1;
        end
        case (state)
            IDLE: begin
                if (cpu_req && !cpu_stall) begin
                    if (hit) begin
                        cpu_data <= cache_data[get_cache_index(set_index, hit_way, offset)];
                        cpu_ready <= 1;
                        hit_count <= hit_count + 1;
                        pending_request <= 0;
                        cache_lru[set_index] <= !hit_way;
                    end else begin
                        word_cnt <= 0;
                        saved_addr <= cpu_addr;
                        saved_way <= victim_way;
                        mem_req <= 1;
                        mem_addr <= {cpu_addr[ADDR_WIDTH-1:BLOCK_OFFSET_BITS], {BLOCK_OFFSET_BITS{1'b0}}};
                        miss_count <= miss_count + 1;
                        pending_request <= 1;
                    end
                end else if (pending_request && !cpu_stall) begin
                    cpu_data <= cache_data[get_cache_index(saved_set, saved_way, saved_offset)];
                    cpu_ready <= 1;
                    pending_request <= 0;
                end
            end
            FETCH: begin
                if (mem_ready) begin
                    cache_data[get_cache_index(saved_set, saved_way, word_cnt)] <= mem_data;
                    if (word_cnt == 0) begin
                        cache_valid[saved_set][saved_way] <= 1;
                        cache_tag[saved_set][saved_way] <= saved_addr[ADDR_WIDTH-1:SET_BITS+BLOCK_OFFSET_BITS];
                    end
                    if (word_cnt == saved_offset && !cpu_stall) begin
                        cpu_data <= mem_data;
                        cpu_ready <= 1;
                        pending_request <= 0;
                        cache_lru[saved_set] <= !saved_way;
                    end else if (word_cnt == saved_offset) begin
                        pending_request <= 1;
                    end
                    if (word_cnt == 3) begin
                        mem_req <= 0;
                        cache_lru[saved_set] <= !saved_way;
                    end else begin
                        word_cnt <= word_cnt + 1;
                        mem_addr <= {saved_addr[ADDR_WIDTH-1:BLOCK_OFFSET_BITS], {BLOCK_OFFSET_BITS{1'b0}}} + 
                                   ((word_cnt + 1) << 2);
                    end
                end
            end
            WAIT_PIPELINE: begin
                if (!cpu_stall && pending_request) begin
                    cpu_data <= cache_data[get_cache_index(saved_set, saved_way, saved_offset)];
                    cpu_ready <= 1;
                    pending_request <= 0;
                end
            end
        endcase
    end
end
assign debug_info = debug_en ? {
    state,                    
    hit,                      
    hit_way0,                 
    hit_way1,                 
    victim_way,               
    cache_lru[set_index],     
    cpu_req,                  
    cpu_ready,                
    8'h00,                    
    set_index,                
    offset,                   
    tag[7:0],                 
    31'h0                     
} : 128'h0;
endmodule
File: run.sh
#!/bin/bash
# OpenROAD 26Q1-2900-gdf79404cd8, Yosys 0.63+post, stock flow scripts
make -C /OpenROAD-flow-scripts/flow DESIGN_CONFIG=/design/flow/config.mk WORK_HOME=/design/flow/orfs finish
==> metrics.yaml <==
timing:
  finalCriticalPeriod_ns: 122.42
  maxSlewViolCount: 2
  hold_viol: 0
  slew_headroom_pct: -6.21
  rsz0062_at_grt: "no"
  setup_viol: 0
  finClkSkew_ns: 0.185
  finalCritPeriodShare_pct: 42.0
  tightest_slew_ns: 1.58
  tns_ns: 0
  fmax_ghz: 0.00817
layout:
  stdcell_count: 49100
  lay_top_count: "edfxtp_1"
  logic_area_um2: 103000
  n_fill_cell: 125000
  layout.area.seq_um2: 296000
  utilization_pct: 34.6
  syn_to_final_growth_pct: 14.9
  layout-drive-gt1-share_pct: 11.0
  final_layout_top_logic_cells: "edfxtp_1, nand2_1, nand3_1, mux2i_1, and2_1"
synth:
  synth.cellmix.compoundShare_pct: 5.06
  synth_seq_share_pct: 72.8
  ys_area_um2: 407000
  ys_sh_xor_pct: 0.298
  synthArstFlopShare_pct: 0
  synth-simple-area-share_pct: 14.3
  synth-edff-count: 9696
  synthFlopType: "edfxtp_1"
  logic_family: "simple AND/OR/NAND/NOR gates"
  numSynthFlops: 9954
  ys.warnings.count: 1
  netlist_instances: 29900
  postSynthAreaPerCell_um2: 13.6
  mux_share_pct: 4.68
  fa_ha_area_share_pct: 0.0400
  yosysCellCount: 29900
  netlist-cell-type-count: 100
  netlist_area_um2: 407000
setup_path:
  worstSetupPathType: "in -> out"
  crit_buf_inv: 8
  path_cells: "buf_8 > buf_4 > buf_4 > buf_4 > inv_1 > buf_4 > mux2_2 > o22ai_1 > a221oi_1 > buf_4 > xnor2_2 > nand4_1 > nor4_2 > nand3_1 > a21oi_1 > clkdlybuf4s50_1"
  cp_max_fo: 46
  critPathArrivalTime_ns: 64.06
  cp_common_cell: "buf_4"
  cp-end-kind: "primary output"
  worstPathRequired_ns: 233.44
  cp_slowest_cell: "buf_4"
  max_stage_delay_ns: 0.72
  crit_family: "buffers and inverters"
  startpoint_type: "primary input"
cts:
  cts-buffers-inserted: 1071
  htree_levels: 7
  ctsResizeCount: 0
  cts_sinks: 9954
  cts_tree: "yes"
  path_clk_slew_ns: 0.05
  cts_hold_buffers: 0
  cts_setup_buffers: 0
  clockBufferDepth: 5
  clock_latency_ns: 1.12
  root_buffer: "clkbuf_16"
hold_path:
  hp-class: "reg -> reg"
placed_design:
  io_buffers: 251
  dp.cells: 47200
  dp_hpwl_um: 798000
  gp_congestion: 0.955
floorplan:
  chipArea_um2: 1360000
  core-area_um2: 1350000
  rows: 427
  die_h_um: 1170
  die-width_um: 1170
  fp_util_pct: 30.1
  ios: 360
power:
  irDropWorstVdd_mv: 0.00559
  p_per_area_nw_per_um2: 6.80
  pwr-share-comb_pct: 9.4
  p_int_mw: 2.41
  power.switching_mw: 0.773
  pwr-share-seq_pct: 49.8
  p_sw_share_pct: 24.3
  clkPwrFrac_pct: 40.8
  p_leak_nw: 158
global_routing:
  grt_pass1_vias: 262000
  grt_usage_pct: 20.6
  antenna_found_initial: 76
  grt_pass1_wl_um: 1890000
  grt_max_degree: 154
  grt.overflow.total: 0
routing:
  viasPerCell: 5.18
  drt_wl_total_um: 1350000
  ant_nets: 0
  wl_per_cell_um: 27.5
  drt-initial-drc-count: 18500
  first_pass_iters: 8
  route.detailed.drc: 0
  vias: 254000
run_status:
  status: "complete, but fails checks"
  violations: "capacitance limit, slew limit"
run:
  cap_viol_max_count: 1
  warning_count: 103
[area by class of cell]
type | count | share of cell area, %
Antenna cell | 57 | 0.0305
Multi-Input combinational cell | 17700 | 22.0
Tap cell | 18000 | 4.82
Clock inverter | 457 | 0.869
Sequential cell | 9954 | 63.4
Inverter | 40 | 0.0332
Timing Repair Buffer | 1515 | 2.71
Clock buffer | 1371 | 6.16
[state kept, by name, summed over array words and instances, names as in the netlist]
| register | flops |
|---|---|
| stall_cycles | 32 |
| saved_way | 1 |
| mem_addr | 29 |
| pending_request | 1 |
| cpu_data | 32 |
| word_cnt | 1 |
| cache_valid | 64 |
| cache_lru | 32 |
| state | 2 |
| cache_tag | 1472 |
| mem_req | 1 |
| hit_count | 32 |
| cache_data | 8192 |
| cpu_ready | 1 |
| miss_count | 32 |
| saved_addr | 30 |
[power by group through the flow]
stage | Sequential, mW | Combinational, mW | Clock [mW]
5_1_grt | 1.58 | 0.314 | 1.36
4_1_cts | 1.58 | 0.292 | 1.31
6_report | 1.58 | 0.299 | 1.30
[metrics by stage]
step | hold slack, ns | total power, mW | area (um2) | setup WS (ns)
global route | 0.462 | 3.26 | 467000 | 169.15
CTS | 0.448 | 3.19 | 467000 | 169.44
floorplan | 0.417 | 1.76 | 407000 | 172.35
finish | 0.444 | 3.18 | 468000 | 169.38
global placement | 0.427 | 1.90 | 435000 | 169.38
detailed placement | 0.435 | 1.90 | 435000 | 169.48
[kinds of logic after synthesis]
logic type / after synthesis
other: 1
muxes: 1711
AOI/OAI and AO/OA: 2961
DFF: 9954
and+or+nand+nor: 12800
buffers and inverters: 2339
xor gates and xnor gates: 137
adders and majority gates: 13
[Yosys cell counts (all sizes together), types with 145 or more instances]
cell type  instances  share of area, %
a22oi            259              0.48
a31oi            499              0.77
and3             889               1.4
dfxtp            258               1.3
nand2           6896               6.4
mux4             145              0.80
o21ai            357              0.44
a21oi            432              0.53
and2            1375               2.1
nand3           2178               2.7
a311oi           461              0.99
a211oi           187              0.35
nand4            334              0.51
o22ai            233              0.36
nor3             270              0.34
clkbuf          1104               1.0
edfxtp          9696                72
nor2             557              0.52
mux2i           1494               3.7
buf             1195               1.7
[worst paths after layout]
kind,startpoint,endpoint,slack (ns),depth (start not counted)
setup / recovery,cpu_addr[5],debug_info[60],169.38,16
hold / removal,cache_valid[46]$_DFF_P_,cache_valid[46]$_DFF_P_,0.44,1
setup reg to reg,cache_tag[60][20]$_SDFFCE_PN0P_,cpu_data[16]$_SDFFE_PP0P_,280.61,24
hold reg to reg,cache_valid[46]$_DFF_P_,cache_valid[46]$_DFF_P_,0.44,1
[worst reg2reg max path: cells and delay by family (launching register included)]
| family | cells | cell delay (ns) |
|---|---|---|
| xor+xnor | 1 | 0.15 |
| flops | 1 | 0.36 |
| mux | 3 | 1.52 |
| buf+inv | 7 | 3.60 |
| compound gates | 8 | 3.59 |
| simple gates | 5 | 1.88 |
[per-layer routing]
metal	vias to the layer above	track usage (%)	part of all wire, %
li1	112000	-	-
met1	122000	20.0	30
met2	17400	28.3	42
met3	3213	19.9	21
met4	122	10.3	6.3
met5	-	2.83	0.42
Power is estimated from default activity; no workload was simulated.
